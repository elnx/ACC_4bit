==> flow/design.v <==
module acc_4bit(ctrl, b, aa, clk, cout);
	input [3:0] b;
	input [4:0] ctrl; 
	input clk; 
	output [3:0] aa;
	output cout;
	wire [3:0] aa;
	wire cout_re;
	reg [3:0] a = 4'b0000;
	assign cout = ~cout_re;
	alu_4bit ALU (
		.a(a), 
		.b(b), 
		.s(ctrl[3:0]), 
		.m(ctrl[4]), 
		.cin_re(1'b1), 
		.cout_re(cout_re), 
		.y(aa)
	);
	always @(posedge clk) 
		begin
			if (cout_re == 1'b0) 
				begin
					a <= 4'b0000;
				end
			else 
				begin
					a <= aa;
				end
		end
endmodule
module alu_4bit(a, b, s, m, cin_re, cout_re, y); 
    input [3:0] a, b,s;
    input m, cin_re;
    output cout_re;
    output [3:0] y;
    reg [3:0] y;
    wire cin;
    reg cout;
    assign cin = ~cin_re;
    assign cout_re = ~cout;
    always @(a or b or s or m or cin_re)
      begin
      if (m == 1)  
        begin
          case(s)
            4'h0: y <= ~a;
            4'h1: y <= ~(a|b);
            4'h2: y <= (~a)&b;
            4'h3: y <= 4'd0;
            4'h4: y <= ~(a&b);
            4'h5: y <= ~b;
            4'h6: y <= a^b;
            4'h7: y <= a&(~b);
            4'h8: y <= (~a)|b;
            4'h9: y <= ~(a^b);
            4'ha: y <= b;
            4'hb: y <= a&b;
            4'hc: y <= 1;
            4'hd: y <= a|(~b);
            4'he: y <= a|b;
            4'hf: y <= a;
          endcase
        end
      else  
        begin
          case(s)
            4'h0: {cout, y} <= a + cin;
            4'h1: {cout, y} <= (a|b) + cin;
            4'h2: {cout, y} <= (a|(~b)) + cin;
            4'h3: {cout, y} <= cin - 1;
            4'h4: {cout, y} <= a + (a&(~b)) + cin;
            4'h5: {cout, y} <= (a|b) + (a&(~b)) + cin;
            4'h6: {cout, y} <= a - b - 1 + cin;
            4'h7: {cout, y} <= (a&(~b)) - 1 + cin;
            4'h8: {cout, y} <= a + (a&b) + cin;
            4'h9: {cout, y} <= a + b + cin;
            4'ha: {cout, y} <= (a|(~b)) + (a&b) + cin;
            4'hb: {cout, y} <= (a&b) - 1 + cin;
            4'hc: {cout, y} <= a + (a<<1) + cin;
            4'hd: {cout, y} <= (a|b) + a + cin;
            4'he: {cout, y} <= (a|(~b)) + a + cin;
            4'hf: {cout, y} <= a - 1 + cin;
          endcase
        end
    end
endmodule
==> flow/run.sh <==
#!/bin/bash
# OpenROAD 26Q1-2900-gdf79404cd8, Yosys 0.63+post, stock flow scripts
make -C /OpenROAD-flow-scripts/flow DESIGN_CONFIG=/design/flow/config.mk WORK_HOME=/design/flow/orfs finish
==> flow/config.mk <==
export PLATFORM = sky130hd
export DESIGN_NAME = acc_4bit
export DESIGN_NICKNAME = acc_4bit
export VERILOG_FILES = /design/flow/design.v
export SDC_FILE = /design/flow/constraint.sdc
export NUM_CORES = 4
export LEC_CHECK = 1
export CORE_AREA = 10 10 114 114
export DIE_AREA = 0 0 124 124
==> flow/constraint.sdc <==
current_design acc_4bit

set clk_period 3.6
set clk_io_pct 0.2

create_clock -name clk0 -period $clk_period [get_ports {clk}]

set non_clock_inputs [all_inputs -no_clocks]
set_input_delay [expr $clk_period * $clk_io_pct] -clock clk0 $non_clock_inputs
set_output_delay [expr $clk_period * $clk_io_pct] -clock clk0 [all_outputs]
==> changes_impl.md <==
## Implementation

* Starting DRT DRC Count at between 200 and 300
* Mapped Avg Cell Area at 7.42 µm²
* TritonCTS buffer count at 3
* Unrepaired setup endpoints after global routing: true
* Post-place setup slack at -441 ps
* Max IR drop VDD at 139 µV
* Core area at ~10000 µm²
* Area grow syn2layout at 57.5%
* Ys Warns at 2
* Root buf cell: clkbuf_8
* I/O Buffers at 14
* Critical path arrival at approximately 2800 ps
* Crit Path Max Fanout at 5
* Cell Int Power at 0.000599 W
* Clock power share at 9.7%
* Placed instance area at 3930 µm²
* GRT Total Usage at 15.8%
* Final HPWL from detailed placement at 9.48 mm
* Pin count of the biggest net entering global routing at 17
* NetSw at 0.000509 W
* Max-slew headroom at 68.9%
* Post-Synthesis Cells at 382
* WP depth at 9
* Sw frac at a little under half
* RR Endpoint: a[3]
* Slowest-stage cell, CP: a222oi_1
* Routed Antenna Nets at 0
* CP max stage delay at 420 ps
* WP buf/inv at 3
* Layout cells sized above 1 at 42.6%
* Ports at 15
* Post-synth ARST share at 0%
* Slew Viols, Final at 0
* Worst setup startpoint: ctrl[0]
* Most used logic cell in the final layout: buf_4
* First-pass GRT wire length at 18.7 mm
* Fin area at roughly 4500 µm²
* Seq pwr share at 6.6%
* Yosys cell count at 382
* Starting density of the core at 27.2%
* Chip area at 15400 µm²
* HP Class: reg -> reg
* Initial antenna violation count at 0
* Endpoints left unconstrained at 2
* GR Overflow Total at 0
* Dominant flop cell: dfxtp_1
* Worst r2r path cells at 15
* Tally of filler cells in the layout at 990
* Row count at 37
* CP Cell Sequence: dlygate4sd2_1 -> buf_2 -> nand2_1 -> nor3_1 -> or3_1 -> a222oi_1 -> a21oi_2 -> nor2b_1 -> clkdlybuf4s50_1
* Top delay family on crit path: buffers and inverters
* Gate power share at between 80% and 90%
* Routability cong. at 1.02
* Via density at 5.44
* Power per cell area at 248 nW/µm²
* Max H-tree Level at 1
* Final Hold Vio Count at 0
* Critical Path RT at 2880 ps
* Tcrit/Tclk final at 98.6%
* Yosys chip area at 2830 µm²
* R2R setup slack at approximately 700 ps
* Crit Path Category: in -> out
* Max Clock Skew at 3.34 ps
* Worst-Skew Late Latency at 230 ps
* Vias at 3560
* Worst Tran Pin Value at between 400 and 500 ps
* DRC at 0
* Startpoint Class: input pin
* Vert. Die Dim at around 120 µm
* Hold buffer count at cts at 0
* Ys flops at 5
* Final setup margin at 51.8 ps
* RR Startpoint: a[1]
* Max_cap viols at 0
* F_max at about 280 MHz
* Leak Pwr at 1.96 nW
* WL/cell at 18.7 µm
* Endpoints failing setup at 0
* Register pins left without a clock at 1
* CTS tree: yes
* Clk slew on worst S/H paths at 40 ps
* Vias in the first global route at 3296
* Nature of the critical path endpoint: output port
* Status: complete, no violations
* Mapped cell area at 2830 µm²
* Pre-antenna DRT Iters at 4
* Clock buffer depth at 2
* Final min period at 3550 ps
* EDFF count, synth at 0
* Most frequent cells in the layout: 136 x buf_4, 36 x nor2_1, 27 x nand2_1
* Synth cell types at ~80
* Die W at 124 µm
* WL final at between 10 and 15 mm
* Tally of OpenROAD warnings at around 54
* ANT cells at 0
* Setup crit end: aa[2]
how the worst min path moves through the flow:
stage	to	startpoint	depth (start not counted)
4_1_cts	a[0]	a[0]	3
6_report	a[1]	a[1]	3
5_1_grt	a[1]	a[1]	3
worst register-to-register path, stage by stage, from the launching register on:
cell and delay (ps):
dfxtp_4 400, clkinvlp_4 110, buf_4 150, fa_1 450, xnor2_1 160, a41oi_1 270, o21a_1 180, o221ai_2 90
nor4_2 330, buf_4 170, buf_4 90, buf_4 90, buf_4 90, buf_4 90, buf_4 90, a211oi_2 40
metal layers:
layer / GRT usage, % / part of all wire, % / vias up
li1: - / - / 1683
met1: 24.0 / 47 / 1690
met2: 23.1 / 41 / 171
met3: 3.49 / 10 / 16
met4: 1.51 / 1.6 / 0
met5: 0 / 0 / -
sequential cells by signal, summed over array words and instances, names as in the netlist:
register / cells
ALU.cout: 1
a: 4
cells by family after synthesis:
family                     share of synthesized area (%)
and+or+nand+nor                                     23.5
AOI/OAI and AO/OA                                   28.3
xor gates and xnor gates                            9.58
buffers and inverters                               9.54
latches                                            0.530
muxes                                               5.52
DFF                                                 2.83
adders and majority gates                           20.2
power by group through the flow:
| stage | logic (W) | registers (W) | clock network, W |
|---|---|---|---|
| final | 0.000927 | 0.0000732 | 0.000107 |
| after global routing | 0.000998 | 0.0000750 | 0.000116 |
| after CTS | 0.000886 | 0.0000721 | 0.000111 |
area by class of cell:
| type | count | area [µm²] | share of cell area, % |
|---|---|---|---|
| Sequential cell | 5 | 103 | 2.30 |
| Timing Repair Buffer | 164 | 1320 | 29.6 |
| Tap cell | 136 | 170 | 3.81 |
| Multi-Input combinational cell | 325 | 2740 | 61.3 |
| Clock buffer | 3 | 41.3 | 0.925 |
| Inverter | 22 | 90.1 | 2.02 |
per-stage QoR:
step	instances	hold slack (ps)	TNS (ps)	power (W)	util, %
floorplan	382	686	0	0.000505	-
global placement	629	845	-1580	0.000865	37.7
detailed placement	629	854	-1550	0.000858	37.7
CTS	652	815	0	0.00107	41.8
global route	655	845	-12.2	0.00119	42.8
finish	655	802	0	0.00111	42.8
synth_stat cells, types with 9 or more instances:
| library cell | count | area (µm²) |
|---|---|---|
| a21oi_1 | 19 | 95.1 |
| buf_2 | 12 | 60.1 |
| ha_1 | 41 | 513 |
| inv_1 | 19 | 71.3 |
| mux2i_1 | 10 | 100 |
| nand2_1 | 27 | 101 |
| nor2_1 | 37 | 139 |
| nor3_1 | 10 | 50.1 |
| o21ai_0 | 20 | 100 |
| xnor2_1 | 22 | 193 |
| xor2_1 | 9 | 78.8 |
repair_timing:
action,in CTS,in global routing
pin swaps,11,7
gates resized,74,18
endpoints found under the hold margin,0,0
buffers inserted,17,3
setup endpoints to repair,4,4
gates cloned,3,0
Power figures rest on the tool's default switching activity, not on a simulated workload.
